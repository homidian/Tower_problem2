===== /design/flow/constraint.sdc =====
current_design alignment_network

set clk_period 12.3
set clk_io_pct 0.2

create_clock -name clk0 -period $clk_period

set non_clock_inputs [all_inputs -no_clocks]
set_input_delay [expr $clk_period * $clk_io_pct] -clock clk0 $non_clock_inputs
set_output_delay [expr $clk_period * $clk_io_pct] -clock clk0 [all_outputs]

===== /design/flow/run.sh =====
#!/bin/bash
# OpenROAD 26Q1-2900-gdf79404cd8, Yosys 0.63+post, stock flow scripts
make -C /OpenROAD-flow-scripts/flow DESIGN_CONFIG=/design/flow/config.mk WORK_HOME=/design/flow/orfs finish

===== /design/flow/design.v =====
module alignment_network(
    InBuf,
    reverse,
    align_start,
    OutBuf
);
    parameter DATA_WIDTH = 64;
    parameter WORD_WIDTH = 8;
    input [DATA_WIDTH-1:0] InBuf;
    input reverse;
    input [2:0] align_start;
    output [DATA_WIDTH-1:0] OutBuf;
    wire [2:0] sel;
    wire [WORD_WIDTH-1:0] InBuf_data [DATA_WIDTH/WORD_WIDTH-1:0];
    wire [WORD_WIDTH-1:0] OutBuf_data [DATA_WIDTH/WORD_WIDTH-1:0];
    assign sel = reverse ? (DATA_WIDTH/WORD_WIDTH) - align_start : align_start;
    genvar i;
    generate
        for (i = 0; i < DATA_WIDTH/WORD_WIDTH; i = i + 1)
        begin
            assign  InBuf_data[i] = InBuf[((WORD_WIDTH)*(i+1)-1):(WORD_WIDTH)*i];
            mux8to1 #(.DATA_WIDTH(WORD_WIDTH), .SEL_WIDTH(3)) MUX_Data(
                .Out(OutBuf_data[i]),
                .Sel(sel),
                .In1(InBuf_data[(i)&3'b111]),
                .In2(InBuf_data[(i+1)&3'b111]),
                .In3(InBuf_data[(i+2)&3'b111]),
                .In4(InBuf_data[(i+3)&3'b111]),
                .In5(InBuf_data[(i+4)&3'b111]),
                .In6(InBuf_data[(i+5)&3'b111]),
                .In7(InBuf_data[(i+6)&3'b111]),
                .In8(InBuf_data[(i+7)&3'b111])
                );
            assign OutBuf[((WORD_WIDTH)*(i+1)-1):(WORD_WIDTH)*i] = OutBuf_data[i];
        end
    endgenerate
endmodule
module mux8to1( Out,
      Sel,
      In1,
      In2,
      In3,
      In4,
      In5,
      In6,
      In7,
      In8
);
    parameter DATA_WIDTH = 8;
    parameter SEL_WIDTH = 3;
    input [DATA_WIDTH-1:0]  In1, In2, In3, In4, In5, In6, In7, In8;
    input [SEL_WIDTH-1:0] Sel;  
    output [DATA_WIDTH-1:0] Out;  
    reg [DATA_WIDTH-1:0] Out;
    always @ (In1 or In2 or In3 or In4 or In5 or In6 or In7 or In8 or Sel)
    begin
     case (Sel)
      3'b000 : Out = In1;
      3'b001 : Out = In2;
      3'b010 : Out = In3;
      3'b011 : Out = In4;
      3'b100 : Out = In5;
      3'b101 : Out = In6;
      3'b110 : Out = In7;
      3'b111 : Out = In8;
      default : Out = 8'bx;
     endcase
    end
endmodule
module DeMux1to8(in,
                sel,
                out
);
input in;
input [2:0] sel;
output reg [7:0] out =0;
    always @ (in or sel)
    begin
     case (sel)
      3'b000 : out = in;
      3'b001 : out = in << 1;
      3'b010 : out = in << 2;
      3'b011 : out = in << 3;
      3'b100 : out = in << 4;
      3'b101 : out = in << 5;
      3'b110 : out = in << 6;
      3'b111 : out = in << 7;
      default : out = 8'bx;
     endcase
    end
endmodule

===== /design/flow/config.mk =====
export PLATFORM = sky130hd
export DESIGN_NAME = alignment_network
export DESIGN_NICKNAME = alignment_network
export VERILOG_FILES = /design/flow/design.v
export SDC_FILE = /design/flow/constraint.sdc
export NUM_CORES = 4
export LEC_CHECK = 1
export CORE_UTILIZATION = 50

==> run_results.csv <==
group,metric,value,unit
detailed_routing,via_count,6064,
worst_setup_path,cp-start-kind,"input pin",
clock_tree,cts_setup_buffers,0,
layout,area_delta_synth_final,27.2,%
power,power.share.clock,0,
die,fp.dieW,92.8,um
layout,lay_top_cells,"clkdlybuf4s50_1 (132), nand2_1 (64), nor2_1 (61), a21oi_1 (60), a221oi_1 (55)",
worst_setup_path,cp.buffers_inverters,6,
sta,relSlewSlack,0.417,
layout,ff_count,0,
sta,fin_crit,9340,ps
grt,top_usage_layer,"met2",
grt,grt_use_met1,0.579,
power,cellPowerDensity,53.5,nW/um^2
power,swShare,0.487,
yosys,yosys_warnings,2,
flow_run,warning_count,34,
power,vdd_drop_max,0.0000319,V
grt,grt_max_degree,56,
yosys,yosysUniqueCellTypes,66,
layout,clkbuf_count,0,
worst_setup_path,cp_max_fo,52,
grt,grt_use_met2,0.580,
yosys,synth_area,4120,sq um
yosys,syn_area_per_cell,6.25,sq um
worst_setup_path,path_class,"input pin to primary output",
sta,post-route-period-util,0.760,
grt,grt_pass1_vias,5283,
power,power.leakage,1.74,nW
die,fp-row-count,32,
grt,antenna_found_initial,0,
die,dieArea,8600,sq um
detailed_routing,diodes,0,
placed_design,place_congestion,0.976,
placed_design,dpl.hpwl,11.3,mm
sta,fmax,107,MHz
die,dieHeight,92.8,um
detailed_routing,drt-total-wl,17.7,mm
worst_setup_path,worstPathRequired,9840,ps
grt,grt.total_usage,0.396,
grt,grt.overflow.total,0,
detailed_routing,wl_per_cell,22.2,um
layout,flop_area,0,sq um
die,core-area,7850,sq um
layout,drive_gt1_frac,0.0720,
worst_hold_path,hold_depth,4,
yosys,ys_area,4120,sq um
power,p_int,0.144,mW
outcome,status,"completed",
detailed_routing,vias_per_cell,7.62,
sta,fin_ws,2960,ps
die,ios,132,
clock_tree,cts_hold_buf,0,
die,fp-utilization,0.525,
worst_hold_path,hp-start,"InBuf[50]",
worst_hold_path,hold_path_class,"input pin to primary output",
power,switching_power,0.137,mW
worst_setup_path,endpoint_kind,"primary output",
detailed_routing,ant_nets,0,
sta,finalSetupTns,0,ps
sta,hold_violations,0,
power,pwr-share-comb,1.000,
grt,met3_usage,0.0685,
sta,tightest_slew,874,ps
worst_setup_path,crit_top_cell,"buf_4",
detailed_routing,drt_iter0_drc,862,
placed_design,portBuffers,132,
yosys,ys_seq_frac,0,
layout,final_common_cell,"clkdlybuf4s50_1",
sta,slew_viol_final,0,
yosys,syn_inst,659,
grt,grt_pass1_wl,27.6,mm
yosys,yosys_cells,659,
worst_setup_path,crit_cells,12,
detailed_routing,drc,0,
placed_design,preCtsSetupSlack,3100,ps
worst_setup_path,path_cells,"clkdlybuf4s50_1 -> buf_4 -> clkinv_1 -> ha_1 -> buf_4 -> nand2b_1 -> xnor2_2 -> buf_4 -> mux2_2 -> a221oi_1 -> a22oi_1 -> clkdlybuf4s50_1",
worst_setup_path,slowest_stage,"xnor2_2",
flow_run,drv_cap,0,
clock_tree,postCtsResizedCells,0,
worst_setup_path,arrival,6880,ps
power,pwr-share-seq,0,
detailed_routing,drt_first_pass_iters,9,
worst_setup_path,crit_family,"buffers and inverters",
sta,grt_setup_unrepaired,"false",
sta,setup_viol,0,
worst_setup_path,startpoint,"align_start[0]",
worst_setup_path,max_stage_delay,560,ps
[worst min-delay path: cells and delay by family]
kind	cells	cell delay, ps
compound gates	1	50
buf+inv	2	890
simple gates	1	130
[cell usage after synthesis (6+ instances only)]
cell | n | share of area
a21oi_1 | 60 | 0.073
buf_1 | 6 | 0.0055
a22oi_1 | 50 | 0.091
nand2_1 | 64 | 0.058
a22o_1 | 27 | 0.057
and2_1 | 15 | 0.023
nor2_1 | 62 | 0.057
a221o_1 | 17 | 0.041
o21ai_0 | 16 | 0.019
nand3_1 | 20 | 0.024
mux2i_1 | 7 | 0.017
clkbuf_1 | 74 | 0.067
a31oi_1 | 23 | 0.035
a222oi_1 | 8 | 0.019
buf_2 | 31 | 0.038
mux2_2 | 21 | 0.057
a221oi_1 | 55 | 0.12
and3_1 | 8 | 0.012
[power groups by stage]
| stage | Combinational [mW] | Sequential, mW | Clock (mW) |
|---|---|---|---|
| global route | 0.299 | 0 | 0 |
| CTS | 0.274 | 0 | 0 |
| finish | 0.280 | 0 | 0 |
[final timing paths]
kind	end	slack [ps]
max	OutBuf[3]	2960
min	OutBuf[50]	5990
[final cells by class]
class                           count  area, sq um
Fill cell                         698         2610
Timing Repair Buffer              150         1460
Tap cell                          102          128
Inverter                            6         22.5
Multi-Input combinational cell    538         3630
[through the flow]
step | instances | area [sq um] | power [mW] | hold WS, ps | util
final | 796 | 5240 | 0.280 | 5990 | 0.668
after global routing | 796 | 5240 | 0.299 | 6030 | 0.668
after CTS | 796 | 5240 | 0.274 | 5970 | 0.668
after detailed placement | 796 | 5240 | 0.272 | 5970 | 0.668
after global placement | 796 | 5240 | 0.271 | 5970 | 0.668
after floorplan | 659 | 4120 | 0.148 | 5000 | -
[logic make-up after synthesis]
family / Yosys count / share of synthesized area
AND-OR/OR-AND: 309 / 0.566
XOR/XNOR: 3 / 0.0100
adder cells (fa/ha/maj): 2 / 0.00608
multiplexers: 28 / 0.0744
buffers and inverters: 121 / 0.123
AND/OR/NAND/NOR: 196 / 0.220
[per-layer routing]
| metal | wire length [um] | vias up |
|---|---|---|
| met5 | 0 | - |
| met4 | 775 | 0 |
| met3 | 2560 | 79 |
| met2 | 7540 | 551 |
| met1 | 6800 | 2762 |
| li1 | - | 2672 |
Power figures rest on the tool's default switching activity, not on a simulated workload.
